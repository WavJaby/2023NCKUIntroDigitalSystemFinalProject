--- design/flow/config.mk ---
export PLATFORM = sky130hd
export DESIGN_NAME = frequency_divider
export DESIGN_NICKNAME = frequency_divider
export VERILOG_FILES = /design/flow/design.v
export SDC_FILE = /design/flow/constraint.sdc
export NUM_CORES = 4
export LEC_CHECK = 1
export CORE_AREA = 10 10 106 106
export DIE_AREA = 0 0 116 116
--- design/flow/constraint.sdc ---
current_design frequency_divider

set clk_period 4.1
set clk_io_pct 0.2

create_clock -name clk0 -period $clk_period [get_ports {clk}]

set non_clock_inputs [all_inputs -no_clocks]
set_input_delay [expr $clk_period * $clk_io_pct] -clock clk0 $non_clock_inputs
set_output_delay [expr $clk_period * $clk_io_pct] -clock clk0 [all_outputs]
--- design/flow/design.v ---
module frequency_divider (
    clk,
    rst,
    freq,
    clock_div
);
    input rst, clk;
    input [31:0] freq;
    output reg clock_div;
    reg [31:0] count;
    always @(posedge clk) begin
        if (!rst) begin
            count <= 32'd0;
            clock_div <= 1'b0;
        end else begin
            if (count == freq) begin
                count <= 32'd0;
                clock_div <= ~clock_div;
            end else begin
                count <= count + 32'd1;
            end
        end
    end
endmodule
--- design/flow/run.sh ---
#!/bin/bash
# OpenROAD 26Q1-2900-gdf79404cd8, Yosys 0.63+post, stock flow scripts
make -C /OpenROAD-flow-scripts/flow DESIGN_CONFIG=/design/flow/config.mk WORK_HOME=/design/flow/orfs finish
==> flow_summary.ini <==
; generated from flow reports
[status]
outcome = completed

[floorplanning]
chipHeight_um = 116
fp_util_pct = 21.2
rows = 34
core-area_mm2 = 0.00885
die_w_um = 116
num_io_pins = 35
die_area_mm2 = 0.0135

[logic_synthesis]
ys_chip_area_mm2 = 0.00187
yosys_cells = 215
ff_type = dfxtp_1
topCombFamilyByArea = XOR/XNOR gates
ys_seq_elements = 33
syn_area_per_cell_um2 = 8.71
synth-edff-count = 0
netlist_area_mm2 = 0.00187
syn_inst = 215
ys_seq_share_pct = 35.3
aoi_share_pct = 1.94
yosysUniqueCellTypes = 26
synth.top_cell.area_share_pct = 35.3
synth.most_common_cell = xor2_1
largest_area_cell = dfxtp_1
async_flop_share_pct = 0
synth-xor-area-share_pct = 29.0
fa_ha_area_share_pct = 0.668
yosys-top-cells-area = dfxtp_1 35%, xor2_1 18%, xnor2_1 11%
top_cells_by_count = 39 x xor2_1, 36 x nor2_1, 33 x dfxtp_1
synth_warnings = 1
mux_area_share_pct = 0
simple_gate_share_pct = 28.7

[clock_network]
clock_path_buffers = 2
ctsHoldBuffers = 0
numCtsBuffers = 5
htree_levels = 2
tritoncts = built
cts_resized = 0
ctsRootBufferMaster = clkbuf_8
clkLatencyLatePin_ns = 0.29
clock-sinks = 33
clkTransAtPathRegs_ns = 0.07
postCtsSetupBuffers = 0

[setup_path]
r2r.worst_path.cells = 6
rr_endpoint = count[9]$_SDFF_PP0_
crit_type = input port to flop
crit_required_ns = 4.27
cp-endpoint = count[9]$_SDFF_PP0_
crit_fanout = 21
reg2reg_setup_slack_ns = 1.76
arrival_ns = 3.11
critPathLaunchType = input port
r2r_start = count[22]$_SDFF_PP0_
endpoint_kind = flop
cp-startpoint = freq[31]

[power_and_ir_drop]
ir_drop_v = 0.000114
p_leak_nw = 0.877
pwr-share-clk_pct = 40.6
design_power_total_uw = 662
swShare_pct = 22.3
power_report.internal_total_uw = 514
power_density_mw_per_mm2 = 275
pwr-share-seq_pct = 49.3
switching_power_uw = 148
combPwrFrac_pct = 10.2

[final_timing]
setup_viol = 0
holdWs_ns = 0.472
tns_ns = 0
fin_crit_sh_pct = 71.7
finClkSkew_ns = 0.00632
period_needed_ns = 2.94
worst_slack_ns = 1.16
fmax_ghz = 0.340
rsz0062_at_grt = no
tightest_slew_ns = 0.542
drv_slew = 0
relSlewSlack_pct = 63.9
hold_viol_final = 0

[detailed_routing]
drcViolationCount = 0
drtIter0Drc = 100
dr.pass1.iters = 4
drt-total-wl_um = 4760
diodes = 0
routedWlPerCell_um = 13.3
avgViaCountPerCell = 4.20
postRouteAntennaNets = 0
via_count = 1502

[grt]
grt_overflow_total = 0
gr-usage-all-layers_pct = 7.45
grt_pass1_wl_um = 7840
antenna_found_initial = 0
grt_max_degree = 22
grt_pass1_vias = 1540

[job]
cap_violations = 0
openroad.warnings = 25

[placed_design]
placedCellCount = 350
gp_routability_congestion = 0.823
hpwl_um = 3820
io_buffers = 34
dpl_cell_area_mm2 = 0.00230
post-place-ws_ns = 0.874

[final_layout]
final_util_pct = 27.2
finalNonFillerCells = 358
nFillCells = 938
drive_above_1_share_pct = 5.60
area_growth_pct = 28.4
design_area_mm2 = 0.00240

[worst_hold_path]
hp-class = flop to flop
[power groups by stage]
stage / Combinational, mW / Clock, mW / Sequential, mW
after CTS: 0.0682 / 0.277 / 0.326
after global routing: 0.0735 / 0.292 / 0.326
final: 0.0672 / 0.269 / 0.326
[flip-flops by register name, summed over array words and instances, names as in the netlist]
| signal | cells |
|---|---|
| count | 32 |
| clock_div | 1 |
[cell usage in the layout (no fill, tap or decap), types with 8 or more instances in the layout]
master / instances
xor2_1: 39
nor2_1: 36
clkdlybuf4s50_1: 34
dfxtp_1: 33
xnor2_1: 23
nor4_1: 13
nand2_1: 12
nor3_1: 10
inv_1: 8
nand3_1: 8
[cell families after synthesis]
group	count (synthesis)
AND/OR/NAND/NOR	100
XOR/XNOR	62
flip-flops	33
buffers and inverters	16
AND-OR/OR-AND	3
adder cells (fa/ha/maj)	1
[metal layers]
metal	vias to the layer above	global-route usage (%)	wire (µm)
li1	793	-	-
met1	667	10.8	2440
met2	37	10.9	1920
met3	5	2.56	351
met4	0	0.751	48
met5	-	0	0
[worst max-delay path: stages]
cell and delay, ns:
clkdlybuf4s50_1 0.44, xor2_1 0.17, nor4_1 0.45, nand4_1 0.27
o31ai_4 0.52, buf_4 0.36, nor2_1 0.08
[cell type report]
class	instances	area, µm²	area share (%)
clock buffer	7	96.3	4.01
clock inverter	1	5.00	0.208
inverter	8	30.0	1.25
multi-input combinational	166	1130	47.0
sequential	33	661	27.5
tap	108	135	5.62
timing repair buffer	35	348	14.5
[worst min-delay path by stage]
stage	end	from	slack [ns]	cells after the start
after CTS	count[0]$_SDFF_PP0_	count[0]$_SDFF_PP0_	0.47	1
after global routing	count[0]$_SDFF_PP0_	count[0]$_SDFF_PP0_	0.50	1
final	count[0]$_SDFF_PP0_	count[0]$_SDFF_PP0_	0.47	1
Power and IR drop assume default switching activity.
